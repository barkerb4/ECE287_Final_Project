<file path="flow/design.v">
module delay (
    input clk,
    input rst, 
    input start,
    output reg done
);
    reg [2:0] S, NS;
    reg [31:0] i;
    parameter START = 3'd0, CHECK = 3'd1, INCREMENT = 3'd2, DONE = 3'd3;
    always @(posedge clk or negedge rst) begin
        if (!rst) 
            S <= START;
        else 
            S <= NS;
    end
    always @(*) begin
        case (S)
            START: 
                if (start) 
                    NS = CHECK;
                else 
                    NS = START;
            CHECK:
                if (i < 10000000) 
                    NS = INCREMENT;
                else 
                    NS = DONE; 
            INCREMENT: 
                NS = CHECK;
            DONE: 
                NS = DONE;
        endcase 
    end
    always @(posedge clk or negedge rst) begin
        if (!rst) begin
            i <= 0;
            done <= 0; 
        end else begin
            case (S)
                START: begin
                    i <= 0;
                    done <= 0; 
                end
                CHECK: begin
                    if (i == 10000000)
                        done <= 1;
                end
                INCREMENT: begin
                    i <= i + 1;
                end
                DONE: begin
                    done <= 1;
                end
            endcase
        end
    end
endmodule
</file>
<file path="flow/run.sh">
#!/bin/bash
# OpenROAD 26Q1-2900-gdf79404cd8, Yosys 0.63+post, stock flow scripts
make -C /OpenROAD-flow-scripts/flow DESIGN_CONFIG=/design/flow/config.mk WORK_HOME=/design/flow/orfs finish
</file>
<file path="flow/config.mk">
export PLATFORM = sky130hd
export DESIGN_NAME = delay
export DESIGN_NICKNAME = delay
export VERILOG_FILES = /design/flow/design.v
export SDC_FILE = /design/flow/constraint.sdc
export NUM_CORES = 4
export LEC_CHECK = 1
export CORE_AREA = 10 10 114 114
export DIE_AREA = 0 0 124 124
</file>
<file path="flow/constraint.sdc">
current_design delay

set clk_period 6.6
set clk_io_pct 0.2

create_clock -name clk0 -period $clk_period [get_ports {clk}]

set non_clock_inputs [all_inputs -no_clocks]
set_input_delay [expr $clk_period * $clk_io_pct] -clock clk0 $non_clock_inputs
set_output_delay [expr $clk_period * $clk_io_pct] -clock clk0 [all_outputs]
</file>
==> ci_impl_report.md <==
### Yosys + OpenROAD results

| Metric | Value |
|---|---|
| Die height | 124 um |
| Post-synth top area cell | dfrtp_1 |
| Setup TNS Final | 0 ps |
| Final setup violation count | 0 |
| CP bufs+invs | 1 |
| CP peak stage delay | around 470 ps |
| Clk root buf | clkbuf_8 |
| Initial antenna violation count | 0 |
| Most frequent cells in the layout | dfrtp_1 (35), nand2_1 (21), nor2_1 (17) |
| Tightest Pin Transition | around 770 ps |
| Worst setup path startpoint | done |
| Port bufs | 3 |
| Unique cell types | 45 |
| Die Wd | between 100 and 150 um |
| Pre-antenna DRT Iters | 4 |
| Avg Synthesized Cell Area | 8.93 um^2 |
| Cells after Synth | 232 |
| FF-to-FF Start | S[0] |
| Grt total ovfl | 0 |
| CP max FO | 3 |
| Crit path kind | flip-flop to primary output |
| Worst hold start | i[31] |
| Number of synthesized flops with an enable pin | 0 |
| Clock transition at the registers of the reported paths | 70 ps |
| Asr flop ratio synth | 0.946 |
| Io pins | 4 |
| Floorplan Utilization | 0.199 |
| FMAX | just over 400 MHz |
| DP Area | 2210 um^2 |
| Dominant logic cell type in the layout | dfrtp_1 |
| Slowest cell on the critical path | clkdlybuf4s50_1 |
| Clk_skew | 7.10 ps |
| Largest net degree at the start of global routing | 36 |
| Maximum vdd drop | 57.4 uV |
| CTS tree | built |
| Post-route DRC | 0 |
| Post-route ant nets | 0 |
| # diodes | 0 |
| Register pins left without a clock | 2 |
| Number of unconstrained endpoints | 2 |
| Worst rel slew slack | 0.486 |
| All-Layer GR Usage | 0.0627 |
| Cell Pwr Density | 177 nW/um^2 |
| Post-synth area hogs | dfrtp_1 (42%), or4_1 (5.1%), nand4_1 (3.9%) |
| GPL Wtd Cong | 0.889 |
| Avg Vias per Cell | between 4 and 5 |
| Warnings from Yosys | 1 |
| Layout area overhead | 10.1% |
| # hold bufs at CTS | 0 |
| Crit path time final | 2430 ps |
| Chip area in the Yosys report | 2070 um^2 |
| Crit start category | flip-flop |
| Lkg Pwr | between 0.8 and 0.9 nW |
| Tool Warnings | 26 |
| Final Max Tran Viols | 0 |
| Global-route wire length before repair | 8040 um |
| Post-CTS setup buffer count | 0 |
| Top FF cell, synth | dfrtp_1 |
| Routed WL | 4550 um |
| Routed len/inst | about 13 um |
| # rows | 37 |
| Via count | 1692 |
| Layout cells sized above 1 | 0.0531 |
| Critical path data arrival time | 1110 ps |
| Top delay family on crit path | buffers and inverters |
| Clk buf depth | 2 |
| Tightest Hold Check Type | flip-flop to flip-flop |
| Status | completed |
| RSZ-0062 raised after global routing | false |
| Final instance area | 2280 um^2 |
| Number of global-route vias before repair | 1646 |
| CP Cell Sequence | clkdlybuf4s50_1 |
| Clk latency late pin | 280 ps |
| Core area | 10400 um^2 |
| Post-cts gate resize count | 0 |
| Hpwl dp | about 3200 um |
| CTS Buf Count | 5 |
| Die Size | between 15000 and 20000 um^2 |
| WP data required | 5280 ps |
| Synthesized cell area | 2070 um^2 |
| Final Hold Fails | 0 |
| Area share, top type | 0.423 |
| Yosys stat cell total | 232 |
| Synth flops | 37 |
| CP Capture Type | primary output |
| Cycle use final | 0.368 |
| Max H-tree Level | 2 |
| Starting DRC count in detailed routing | around 120 |
| Max_cap viols | 0 |
-- layout make-up --
class,count,area [um^2]
Inverter,6,22.5
Sequential cell,37,906
Timing Repair Buffer,4,32.5
Multi-Input combinational cell,173,1080
Tap cell,136,170
Fill cell,1125,8140
Clock buffer,6,72.6
-- where the power goes --
| group | switching (mW) | total, mW | internal (mW) |
|---|---|---|---|
| clock network | 0.0715 | 0.142 | 0.0703 |
| registers | 0.0128 | 0.235 | 0.223 |
| logic | 0.0151 | 0.0267 | 0.0116 |
-- per-layer routing --
| layer | wire length, um | GRT usage | vias up |
|---|---|---|---|
| li1 | - | - | 855 |
| met1 | 2320 | 0.0929 | 806 |
| met2 | 2030 | 0.0950 | 28 |
| met3 | 172 | 0.0142 | 3 |
| met4 | 17 | 0.00647 | 0 |
| met5 | 0 | 0 | - |
-- through the flow --
stage / hold slack, ps / setup WS (ps) / total power, mW / instances / util
final: 548 / 4170 / 0.404 / 362 / 0.219
after global routing: 587 / 4080 / 0.423 / 362 / 0.219
after CTS: 554 / 4150 / 0.410 / 362 / 0.219
after detailed placement: 544 / 4280 / 0.267 / 356 / 0.212
after global placement: 536 / 4280 / 0.265 / 356 / 0.212
after floorplan: 496 / 4630 / 0.257 / 233 / -
-- state kept, by name, summed over array words and instances, names as in the netlist --
register / flops
i: 32
NS: 2
S: 2
done: 1
-- cell usage after synthesis (4+ instances only) --
library cell	number
xnor2_1	5
o31ai_1	9
o211ai_1	4
o21ai_0	7
a21oi_1	12
inv_1	6
buf_2	5
nand4_1	13
and3_1	4
nand3_1	14
nor4_1	8
clkbuf_1	11
xor2_1	4
nand2_1	21
or4_1	14
dfrtp_1	35
nor2_1	17
-- worst paths after layout --
kind                       slack [ps]  depth (start not counted)    end
setup reg to reg                 4320                          4  i[25]
hold / removal                    550                          2  i[31]
hold reg to reg                   550                          2  i[31]
min in group asynchronous        1110                          1  i[22]
max in group asynchronous        5000                          1   i[3]
setup / recovery                 4170                          1   done
-- logic make-up after synthesis --
group | Yosys count | share of synthesized area
other | 1 | 0.00181
DFF | 35 | 0.423
buffers and inverters | 23 | 0.0447
AOI/OAI and AO/OA | 45 | 0.148
xor gates and xnor gates | 9 | 0.0380
muxes | 3 | 0.0151
adders and majority gates | 2 | 0.0121
and+or+nand+nor | 112 | 0.303
latches | 2 | 0.0145
Power and IR drop assume default switching activity.
